<file path="flow/design.v">
module lab2_08(input logic clk,
					input logic reset,
					input logic left,right,
					output logic la,lb,lc,ra,rb,rc);
typedef enum logic [2:0] {S0,S1,S2,S3,S4,S5,S6,S7}
statetype;
	statetype state,nextstate;
	always_ff @(posedge clk,posedge reset)
		if (reset) state <= S0;
		else state <= nextstate;
	always_comb
		case (state)
			S0: if(left) nextstate = S1;
				 else if(right) nextstate = S4;
				 else nextstate = S0;
			S1: nextstate = S2;
			S2: nextstate = S3;
			S3: nextstate = S0;
			S4: nextstate = S5;
			S5: nextstate = S6;
			S6: nextstate = S0;
			default: nextstate = S0;
		endcase
	assign la = (state==S1);
	assign lb = (state==S2);
	assign lc = (state==S3);
	assign ra = (state==S4);
	assign rb = (state==S5);
	assign rc = (state==S6);
endmodule
</file>
<file path="flow/run.sh">
#!/bin/bash
# OpenROAD 26Q1-2900-gdf79404cd8, Yosys 0.63+post, stock flow scripts
make -C /OpenROAD-flow-scripts/flow DESIGN_CONFIG=/design/flow/config.mk WORK_HOME=/design/flow/orfs finish
</file>
<file path="flow/config.mk">
export PLATFORM = sky130hd
export DESIGN_NAME = lab2_08
export DESIGN_NICKNAME = lab2_08
export VERILOG_FILES = /design/flow/design.v
export SDC_FILE = /design/flow/constraint.sdc
export NUM_CORES = 4
export LEC_CHECK = 1
export CORE_AREA = 10 10 70 70
export DIE_AREA = 0 0 80 80
</file>
<file path="flow/constraint.sdc">
current_design lab2_08

set clk_period 1.7
set clk_io_pct 0.2

create_clock -name clk0 -period $clk_period [get_ports {clk}]

set non_clock_inputs [all_inputs -no_clocks]
set_input_delay [expr $clk_period * $clk_io_pct] -clock clk0 $non_clock_inputs
set_output_delay [expr $clk_period * $clk_io_pct] -clock clk0 [all_outputs]
</file>
==> impl_metrics.toml <==
# physical design summary
[global_route]
grt_pass1_vias = 171
grt_antenna_before_repair = 0
global_route.overflow_total = 0
grt_start_max_net_pins = 8
grt_pass1_wl_um = 910
globalRouteTotalUtil_pct = 2.05

[sta]
timing.max_slew.rel_slack_pct = 82.3
finalClockPeriodUsage_pct = 84.0
clock.fmax_ghz = 0.700
crit_path_time_final_ns = 1.43
finClkSkew_ns = 0.00141
final-max-slew-violation-count = 0
report.final.hold_viol_count = 0
finalSetupViolCount = 0
rsz0062_at_grt = "no"
tns_ns = 0
pin_slew_with_the_least_headroom_to_its_limit_ns = 0.265

[yosys]
async_reset_ff_share_pct = 100
synthDistinctLibCells = 7
syn_inst = 12
edf_count = 0
yosys.stat.chipArea_um2 = 211
ys_warn_count = 1
syn-cell-area_um2 = 211
synth_top_cell_by_count = "sky130_fd_sc_hd__dfrtp_1"
syn_area_per_cell_um2 = 17.6
ys_seq_elements = 7
top_cells_by_area = "sky130_fd_sc_hd__dfrtp_1, sky130_fd_sc_hd__dfstp_2, sky130_fd_sc_hd__and3b_2, sky130_fd_sc_hd__and2_2, sky130_fd_sc_hd__nor3b_1"
synth-cells-yosys = 12
synth.top_cell.area_share_pct = 71.0
synth.yosys.seq_area_share_pct = 83.4
synth_area_leader_cell = "sky130_fd_sc_hd__dfrtp_1"
yosys_most_used_dff = "sky130_fd_sc_hd__dfrtp_1"

[clock_network]
cts_setup_buffers = 0
cts_max_path_buffers = 2
tritoncts = "built"
clock_sink_count = 7
cts_root_buffer = "sky130_fd_sc_hd__clkbuf_4"
clock.latency.late_pin_ns = 0.25
hold_buffers = 0
cts_htree_levels = 1
cts_inserted_buffers = 3
worst_setup_hold_path_clk_slew_ns = 0.05
post_cts_resize_count = 0

[drt]
average_wire_length_per_cell_after_detail_routing_um = 8.13
totalWireLength_um = 577
antenna_cells_inserted = 0
vias_per_cell = 2.06
final_antenna_net_count = 0
initialDrtViolationCount = 8
detailroute.via_count = 146
drc_errors = 0
count_of_tritonroute_iterations_in_the_first_routing_pass = 2

[pwr]
leakage_power_nw = 0.165
powerDensity_nw_per_um2 = 847
peakVddDrop_uv = 306
report.power.total_w = 0.000327

[setup_path]
worst-path-max-fanout = 2
endpoint_kind = "primary output"
timing.rr.end = "state[0]$_DFF_PP1_"
worst-r2r-setup-slack_ns = 0.68
cp-endpoint = "ra"
crit_path_max_incr_delay_ns = 0.48
crit_type = "reg2out"
ff2ff_path_depth = 2
worst_path_max_delay_cell = "sky130_fd_sc_hd__clkdlybuf4s50_1"
crit_arrival_ns = 1.09
timing.critical_path.required_ns = 1.36
path_cells = "clkdlybuf4s50_1"
critical_path_depth = 1
timing.critical_path.buf_inv = 1
worst_setup_path_start_kind = "flop"
timing.rr.start = "state[0]$_DFF_PP1_"
path_delay_family = "buffers and inverters"
cp-startpoint = "state[1]$_DFF_PP0_"

[die]
dieArea_um2 = 6400
rows = 21
boundaryPins = 10
chipHeight_um = 80
floorplan.core_area_um2 = 3420
floorplan.core_util_pct = 6.19
floorplan.die.width_um = 80

[placed_design]
gp_congestion = 0.649
number_of_input_and_output_port_buffers_inserted = 9
hpwlAfterDp_um = 461

[worst_hold_path]
min-delay-path-class = "in2async"

[job]
warning_count = 25
timing.max_cap.violations = 0

[finish]
post_route_cells_drive_above_1_share_pct = 24.0
largest_register_ff_count = 7
registers.top_by_ff_count = "state"
areaGrowthSynthToFinish_pct = 82.2
reg.largest.list = "state: 7 flops"

[status]
outcome = "complete, no violations"
-- metrics by stage --
step,cells,hold WS (ns),util [%],area [um2],setup slack (ns)
2_1_floorplan,12,0.143,-,211,0.864
3_3_place_gp,67,0.359,10.5,359,0.416
3_5_place_dp,67,0.376,10.5,359,0.402
4_1_cts,71,0.323,11.3,385,0.262
5_1_grt,71,0.335,11.3,385,0.196
6_report,71,0.314,11.3,385,0.271
-- report_power, final --
part / total [W] / leakage, nW / internal, W / switching (W)
clock: 0.000149 / 0.0150 / 0.0000894 / 0.0000591
combinational: 0.0000110 / 0.0557 / 0.00000645 / 0.00000451
sequential: 0.000167 / 0.0942 / 0.000167 / 0
-- layout by cell type, fill, tap and decap left out --
cell type	n
sky130_fd_sc_hd__clkbuf_1	1
sky130_fd_sc_hd__nor3b_1	1
sky130_fd_sc_hd__clkbuf_4	3
sky130_fd_sc_hd__inv_1	1
sky130_fd_sc_hd__dfrtp_1	6
sky130_fd_sc_hd__clkdlybuf4s50_1	9
sky130_fd_sc_hd__dfstp_2	1
sky130_fd_sc_hd__or3_1	1
sky130_fd_sc_hd__and3b_2	1
sky130_fd_sc_hd__and2_2	1
-- kinds of logic after synthesis --
| logic type | count (synthesis) | synth area share [%] |
|---|---|---|
| buffers and inverters | 1 | 1.77 |
| flip-flops | 7 | 83.4 |
| AND/OR/NAND/NOR | 4 | 14.8 |
-- worst min path at each step --
stage / end / slack [ns] / cells past startpoint
after global routing: state[6]$_DFF_PP0_ / 0.34 / 2
final: state[3]$_DFF_PP0_ / 0.31 / 2
after CTS: state[3]$_DFF_PP0_ / 0.32 / 2
-- metal layers --
metal	track usage [%]	part of all wire, %	up-vias
li1	-	-	63
met1	2.76	52	68
met2	1.36	19	15
met3	3.41	29	0
met4	0	0	0
met5	0	0	-
-- final cells by class --
type                    instances  area [um2]
clock buffers                   4        26.3
fillers                       397        3030
repair buffers                  9        90.1
multi-input cells               4        31.3
well taps                      46        57.6
flip-flops and latches          7         176
inverters                       1        3.75
No activity file was given, so power comes from the tool's default toggle rates.
