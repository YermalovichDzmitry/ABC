==> design/flow/design.v <==
module move(input logic clk,
 input logic reset,
 input logic W, N, S, E,
 output logic y1,y2);
typedef enum logic [3:0] {S0,S1,S2,S3,S4,S5,S6,S7,S8,S9,S10,S11,S12,S13,S14,S15} 
statetype;
	statetype state,nextstate;
	always_ff @(posedge clk,posedge reset)
				if(reset) state <= S0;
				else state <= nextstate;
	always_comb
		case (state)
					S0: if(E) nextstate = S1;
						 else nextstate = S0;
					S1: if(W) nextstate = S0;
						 else if(S) nextstate = S2;
						 else nextstate = S1;
					S2: if(N) nextstate = S1;
						  else if(W) nextstate = S3;
						  else if(E) nextstate = S4;
						  else nextstate = S2;
					S4: nextstate = S8;
					S3: if(E) nextstate = S5;
						 else nextstate = S3;
					S5:if(N) nextstate = S9;
						  else if(W) nextstate = S3;
						  else if(E) nextstate = S6;
						  else nextstate = S5;
					S9:if(W) nextstate = S10;
						 else if(S) nextstate = S5;
						 else nextstate = S9;
					S10:if(E) nextstate = S9;
						 else nextstate = S10;
					S6: nextstate = S7;
					S7: nextstate = S7;
					S8: nextstate = S8;
					default: nextstate = S0;
				endcase
	assign y1 = (state == S7);
	assign y2 = (state == S8);
endmodule
==> design/flow/run.sh <==
#!/bin/bash
# OpenROAD 26Q1-2900-gdf79404cd8, Yosys 0.63+post, stock flow scripts
make -C /OpenROAD-flow-scripts/flow DESIGN_CONFIG=/design/flow/config.mk WORK_HOME=/design/flow/orfs finish
==> design/flow/config.mk <==
export PLATFORM = sky130hd
export DESIGN_NAME = move
export DESIGN_NICKNAME = move
export VERILOG_FILES = /design/flow/design.v
export SDC_FILE = /design/flow/constraint.sdc
export NUM_CORES = 4
export LEC_CHECK = 1
export CORE_AREA = 10 10 70 70
export DIE_AREA = 0 0 80 80
==> design/flow/constraint.sdc <==
current_design move

set clk_period 1.4
set clk_io_pct 0.2

create_clock -name clk0 -period $clk_period [get_ports {clk}]

set non_clock_inputs [all_inputs -no_clocks]
set_input_delay [expr $clk_period * $clk_io_pct] -clock clk0 $non_clock_inputs
set_output_delay [expr $clk_period * $clk_io_pct] -clock clk0 [all_outputs]
==> notes.org <==
#+TITLE: Flow metrics

** Clock network
- Clock tree synthesis inserted a total of 3 buffers.
- Clock slew at reported path FFs :: 70 ps
- TritonCTS clock tree :: yes
- In this run the clock root is driven by a sky130_fd_sc_hd__clkbuf_4.
- Looking at the clock tree report, the H-tree level count equals 1.
- Hold-fix buffers at CTS :: 0
- Number of buffers inserted by post-CTS setup repair :: 0
- Sinks on the clock net :: 11
- CTS reports a maximum clock tree buffer depth of 2.
- Gates resized during post-CTS repair numbered 0.
- Clk latency of the worst-skew pair :: 270 ps

** Power and ir drop
- In this run the power density over the cells is 1120 nW/um2.
- Worst ir drop on vdd :: 571 uV
- Summed over all cells, the static leakage comes to 0.297 nW.

** Yosys
- Count of mapped cells out of synthesis :: 39
- The synthesis stat section lists a flop and latch total of 11.
- Of the post-synthesis cell area, the dominant cell type holds 54.3%.
- Register area share after synthesis :: 60.1%
- Top flip-flop cell by instance count after synthesis :: sky130_fd_sc_hd__dfrtp_1
- Counting flops with a built-in enable in the synthesized netlist gives 0.
- Warnings reported by Yosys during synthesis add up to 1.
- In the synthesized netlist the async set-or-reset flop fraction comes to 100%.
- After synthesis, the netlist uses 17 different library cells.
- Post-synthesis cell type with the largest combined area :: sky130_fd_sc_hd__dfrtp_1
- Number of standard cells reported by yosys :: 39
- A synthesized cell averages 11.8 um2.
- Area of the mapped netlist :: 460 um2
- After synthesis, the cell types taking the most area are sky130_fd_sc_hd__dfrtp_1, sky130_fd_sc_hd__dfstp_2, sky130_fd_sc_hd__a221o_1.
- Cell with the most instances after synthesis :: sky130_fd_sc_hd__dfrtp_1
- Most common library cells after synthesis :: sky130_fd_sc_hd__dfrtp_1, sky130_fd_sc_hd__inv_1, sky130_fd_sc_hd__nand2_1
- After synthesis, the chip area reported by Yosys is 460 um2.

** Floorplanning
- In this run the count of I/O pins placed on the die edge is 8.
- After floorplanning, the die was sized to cover 6400 um2.
- Row count :: 21
- Per the OpenROAD floorplan log, the area of the core is 3420 um2.
- The die is 80 um tall.
- In the floorplan report the effective utilization is 13.5%.
- The horizontal die dimension reported for this design is 80 um.

** Routing
- The first TritonRoute pass finished after 3 iterations.
- For this run, the detailed router reports a per-instance via density of 3.24.
- Per the post-route antenna check, the number of violating nets is 0.
- The wire length recorded after detailed routing is 895 um.
- DR vias :: 324
- Drt drc :: 0
- Avg WL per Cell :: 8.95 um
- The final antenna diode tally reported by the flow is 0.
- First DRT Iteration DRCs :: 17

** Cells and area
- Top flop regs :: state (11)
- Of the cells placed in the final design, the portion with a size suffix greater than 1 is 25.9%.
- Max FFs per register :: 11
- More flip-flops sit in one register than any other, and that register is state.
- Area Overhead vs Synth :: 40.8%

** Outcome
- The run finished with clean final reports.

** Setup path
- Critical path cell sequence :: clkdlybuf4s50_1 -> or4b_4 -> o211ai_2
- Crit path capture type :: register
- On the worst path, the slowest cell contributes a delay of 550 ps.
- The largest individual stage delay along the critical path comes from the cell sky130_fd_sc_hd__or4b_4.
- Kind of launch point of the worst setup path :: input port
- WS Path Type :: input port to register
- Maximum fanout encountered on the critical timing path :: 4
- Arrival time at the worst endpoint :: 1350 ps
- Required @ worst endpoint :: 1600 ps

** Place
- Place WS :: -35.0 ps
- DP Wirelength :: 663 um
- Per the gpl log, the routability congestion estimate is 0.857.
- Quantity of I/O buffers inserted on ports :: 7

** Global routing
- Wire length of the first global-routing pass :: 1590 um
- Pin count of the biggest net entering global routing :: 12
- Global routing finished with a remaining overflow of 0.
- Global-route usage over all layers :: 3.06%
- The initial antenna violation count came to 0.
- Number of global-route vias before repair :: 349

** Final timing
- Actual transition at the worst max-transition pin :: 415 ps
- Post-route fraction of the period consumed by the critical path :: 82.6%
- Clock skew on the completed layout was measured at 0.169 ps.
- Count of endpoints failing hold in the final timing report :: 0
- Final setup violating endpoints :: 0
- The final max-slew violation count recorded for this run is 0.
- Setup repair after global routing missed its margin :: false
- In this build the clock could be raised as far as 864 MHz.
- The final timing report gives a worst setup slack of 243 ps.
- For the finished layout, the period the worst path requires is 1160 ps.
- Hold WS :: 309 ps
- Normalized max-slew margin :: 72.3%

** Run
- The report counts max-capacitance violations totalling 0.
- Summing over the stages, the warning tally comes to 25.

** Worst hold path
- The worst hold path belongs to the class input port to async pin.
[final timing paths]
check                                    from                   to  slack [ps]  depth (start not counted)
min                                     reset   state[1]$_DFF_PP0_         310                          2
min reg2reg                state[5]$_DFF_PP0_  state[10]$_DFF_PP0_         430                          1
max                                         N   state[8]$_DFF_PP0_         240                          3
max in group asynchronous               reset   state[0]$_DFF_PP1_         770                          2
min in group clk0          state[5]$_DFF_PP0_  state[10]$_DFF_PP0_         430                          1
max reg2reg                state[8]$_DFF_PP0_   state[8]$_DFF_PP0_         390                          2
[kinds of logic after synthesis]
| kind of cell | after synthesis | synth area share (%) |
|---|---|---|
| and+or+nand+nor | 14 | 20.1 |
| buffers and inverters | 7 | 7.61 |
| AOI/OAI and AO/OA | 7 | 12.2 |
| DFF | 11 | 60.1 |
[where the power goes]
group,internal (mW),switching [mW]
clock,0.110,0.106
sequential,0.363,0.0257
combinational,0.0800,0.0408
[layout make-up]
type,instances,area [um2]
inverters,5,18.8
repair buffers,13,120
well taps,46,57.6
flip-flops and latches,11,277
fillers,387,2770
multi-input cells,21,149
clock buffers,4,26.3
[per-stage QoR]
step	utilization [%]	TNS (ps)	total power, mW	cells	instance area [um2]
2_1_floorplan	-	0	0.445	39	460
3_3_place_gp	18.1	-25.8	0.521	96	617
3_5_place_dp	18.1	-35.0	0.524	96	617
4_1_cts	18.8	0	0.743	100	643
5_1_grt	19.0	0	0.778	100	648
6_report	19.0	0	0.726	100	648
[placed cells by master, fill, tap and decap left out]
| master | count |
|---|---|
| sky130_fd_sc_hd__dfrtp_1 | 10 |
| sky130_fd_sc_hd__buf_4 | 6 |
| sky130_fd_sc_hd__inv_1 | 5 |
| sky130_fd_sc_hd__nand2_1 | 5 |
| sky130_fd_sc_hd__clkdlybuf4s50_1 | 5 |
| sky130_fd_sc_hd__clkbuf_4 | 3 |
| sky130_fd_sc_hd__nor4bb_1 | 2 |
| sky130_fd_sc_hd__o21ai_0 | 2 |
| sky130_fd_sc_hd__or2_2 | 2 |
| sky130_fd_sc_hd__nor3b_1 | 2 |
| sky130_fd_sc_hd__a221o_1 | 2 |
| sky130_fd_sc_hd__dlymetal6s2s_1 | 2 |
| sky130_fd_sc_hd__or3b_1 | 1 |
| sky130_fd_sc_hd__a21oi_1 | 1 |
| sky130_fd_sc_hd__or4b_4 | 1 |
| sky130_fd_sc_hd__o211ai_2 | 1 |
| sky130_fd_sc_hd__nor2_1 | 1 |
| sky130_fd_sc_hd__o32ai_1 | 1 |
| sky130_fd_sc_hd__clkbuf_1 | 1 |
| sky130_fd_sc_hd__dfstp_2 | 1 |
[metal layers]
metal | vias to the layer above | routed length (um) | global-route usage (%)
li1 | 164 | - | -
met3 | 0 | 102 | 2.05
met4 | 0 | 0 | 0
met5 | - | 0 | 0
met2 | 10 | 319 | 3.93
met1 | 150 | 473 | 4.37
[critical path, delay by kind of cell]
| kind | cells | cell delay, ps |
|---|---|---|
| AND-OR/OR-AND | 1 | 70 |
| AND/OR/NAND/NOR | 1 | 550 |
| buffers and inverters | 1 | 460 |
Power and IR drop assume default switching activity.
